<file path="/design/flow/design.v">
module alumux #( parameter int N = 4)(
    input logic [N-1:0] a, b, c ,d,
    input logic [1:0]select,
    output logic [2*N-1:0] Q
);
    always_comb begin 
        case (select)
        2'b00: Q = a+b+c;
        2'b01: Q = c-b;
        2'b10: Q = a>>d;
        2'b11: Q = b<<d;
        default : Q = 0; 
        endcase 
    end
endmodule 
</file>
<file path="/design/flow/run.sh">
#!/bin/bash
# OpenROAD 26Q1-2900-gdf79404cd8, Yosys 0.63+post, stock flow scripts
make -C /OpenROAD-flow-scripts/flow DESIGN_CONFIG=/design/flow/config.mk WORK_HOME=/design/flow/orfs finish
</file>
<file path="/design/flow/constraint.sdc">
current_design alumux

set clk_period 3.4
set clk_io_pct 0.2

create_clock -name clk0 -period $clk_period

set non_clock_inputs [all_inputs -no_clocks]
set_input_delay [expr $clk_period * $clk_io_pct] -clock clk0 $non_clock_inputs
set_output_delay [expr $clk_period * $clk_io_pct] -clock clk0 [all_outputs]
</file>
<file path="/design/flow/config.mk">
export PLATFORM = sky130hd
export DESIGN_NAME = alumux
export DESIGN_NICKNAME = alumux
export VERILOG_FILES = /design/flow/design.v
export SDC_FILE = /design/flow/constraint.sdc
export NUM_CORES = 4
export LEC_CHECK = 1
export CORE_AREA = 10 10 80 80
export DIE_AREA = 0 0 90 90
</file>
==> flow_summary.yaml <==
# implementation run metrics
status:
  status: "complete, no violations"
logic_synthesis:
  synth-simple-area-share: 0.217
  ys_seq_share: 0
  synth.cell_area_um2: 772
  synthAdderAreaFrac: 0.269
  ys_sh_aoi: 0.254
  synth-xor-area-share: 0.0340
  ys_cells: 101
  yosysUniqueCellTypes: 35
  syn_avg_cell_area_um2: 7.64
  synth_top_cell_by_area: "fa_1"
  area_leaders: "fa_1 16%, ha_1 11%, inv_1 8.3%, mux2i_1 5.2%, nand3b_1 4.9%"
  ys_chip_area_um2: 772
  synthTopLogicFamily: "adder cells"
  mux_share: 0.0956
  synth_top_area_share: 0.156
  syn_inst: 101
  yosys_warnings: 1
layout:
  area_delta_synth_final_pct: 64.5
  clkbuf_count: 0
  logic_area_um2: 717
  drive_above_1_share: 0.354
  nFillCells: 511
  final_util: 0.269
  flops: 0
  register_area_um2: 0
  final_cells: 214
global_route:
  overflow: 0
  antenna_found_initial: 0
  grt_max_degree: 15
  grt_pass1_wl_mm: 4.25
  grt_pass1_vias: 910
  grtUsageTotal: 0.0615
setup_path:
  critPathKind: "primary input to output port"
  cp_slowest_stage_delay_ns: 0.52
  start_kind: "primary input"
  timing.critical_path.buf_inv: 3
  arrival_ns: 2.61
  crit_path_top_delay_cell: "fa_1"
  required_ns: 2.72
  cp-end-kind: "output port"
  cp_max_fo: 2
  path_cells: "dlygate4sd2_1 > fa_1 > inv_2 > fa_2 > xor2_2 > a221o_1 > o211ai_2 > buf_2"
  cp_top_family: "adder cells"
timing:
  finalCriticalPeriod_ns: 3.29
  tightest_slew_ns: 0.235
  finalHoldViolations: 0
  slew_headroom: 0.839
  timing.fmax_mhz: 304
  setup-tns-final_ns: 0
  fin_crit_sh: 0.966
  rsz0062_at_grt: "false"
  setup_viol: 0
  drv_slew: 0
  timing.final.ws_setup_ns: 0.114
drt:
  drtIter0Drc: 47
  dr.pass1.iters: 4
  dr_total_vias: 871
  drtAntennaViolNets: 0
  wl_per_cell_um: 11.3
  wirelength_mm: 2.41
  antenna_cells: 0
  drc: 0
  vias_per_cell: 4.07
floorplan:
  fp-utilization: 0.163
  ios: 26
  die_w_um: 90
  die_area_mm2: 0.00810
  fp.coreArea_mm2: 0.00472
  die_h_um: 90
  rows: 25
run:
  warnings: 32
  maxCapViolations: 0
placed_design:
  dp_hpwl_mm: 2.20
  io_buffers: 26
  detailedPlace.worstSlack_ns: -0.750
  place_congestion: 0.916
  dp_cells: 213
pwr:
  clkPwrFrac: 0
  combinationalPowerShare: 1.000
  switching_share: 0.433
  vdd_ir_drop_max_v: 0.0000514
  p_leak_nw: 0.573
  finalPower_w: 0.000196
  powerDensity_mw_per_mm2: 154
  seqPwrFrac: 0
  p_int_w: 0.000111
  netSwitchingPower_w: 0.0000849
clock_network:
  ctsHoldBuffers: 0
min_path:
  min_path_type: "primary input to output port"
-- cells in the final DEF, fill, tap and decap left out, drive strengths merged, types with 2 or more instances in the layout --
cell type      instances
a21o                   2
xnor2                  2
dlygate4sd2            4
nor2                   7
fa                     6
a31oi                  4
nand2b                 5
o221ai                 3
a21oi                  6
nor4                   2
mux2i                  4
o21ai                  7
nand3b                 5
inv                   17
nand2                  3
clkdlybuf4s50         10
buf                   28
clkdlybuf4s15          3
ha                     7
clkbuf                 5
o211ai                 2
-- final timing paths --
| path | depth (start not counted) | endpoint | startpoint | slack, ns |
|---|---|---|---|---|
| hold / removal | 7 | Q[4] | c[3] | 2.06 |
| setup / recovery | 8 | Q[3] | c[2] | 0.11 |
-- power by group through the flow --
stage     registers (W)  clock network (W)  logic, W
4_1_cts               0                  0  0.000196
5_1_grt               0                  0  0.000221
6_report              0                  0  0.000196
-- layout make-up --
cell class,instances,area share
multi-input combinational,79,0.565
tap,67,0.0660
timing repair buffer,51,0.319
inverter,17,0.0502
-- logic make-up after synthesis --
kind of cell | count (synthesis)
multiplexers | 6
XOR/XNOR | 3
adder cells (fa/ha/maj) | 13
AND/OR/NAND/NOR | 28
buffers and inverters | 22
AND-OR/OR-AND | 29
-- routing by layer --
layer,global-route usage,wire (um)
met5,0,0
met4,0,0
met3,0.0109,80
met2,0.116,1280
met1,0.0751,1050
-- synth_stat cells, drive strengths merged, types with 3 or more instances --
cell and count:
inv 17, ha 7, nor2 7, o21ai 7, a21oi 6, fa 6
nand2b 5, nand3b 5, a31oi 4, buf 4, mux2i 4, nand2 3
o221ai 3
-- stage by stage --
| stage | hold slack, ns | cell area, um^2 |
|---|---|---|
| floorplan | 1.48 | 772 |
| global placement | 2.55 | 1260 |
| detailed placement | 2.55 | 1260 |
| CTS | 2.27 | 1280 |
| global route | 2.15 | 1270 |
| finish | 2.06 | 1270 |
-- timing repair --
action / CTS / global route
gates cloned: 0 / 0
endpoints found under the setup margin: 7 / 6
buffers inserted: 1 / 0
pin swaps: 7 / 7
resized: 33 / 21
Power and IR drop assume default switching activity.
