File: design/flow/config.mk
export PLATFORM = sky130hd
export DESIGN_NAME = AddBCD
export DESIGN_NICKNAME = AddBCD
export VERILOG_FILES = /design/flow/design.v
export SDC_FILE = /design/flow/constraint.sdc
export NUM_CORES = 4
export LEC_CHECK = 1
export CORE_AREA = 10 10 70 70
export DIE_AREA = 0 0 80 80
File: design/flow/constraint.sdc
current_design AddBCD

set clk_period 2.7
set clk_io_pct 0.2

create_clock -name clk0 -period $clk_period

set non_clock_inputs [all_inputs -no_clocks]
set_input_delay [expr $clk_period * $clk_io_pct] -clock clk0 $non_clock_inputs
set_output_delay [expr $clk_period * $clk_io_pct] -clock clk0 [all_outputs]
File: design/flow/design.v
module AddBCD (
    input logic [3:0] A, B,
    output logic [3:0] D, U  
);
    logic [7:0] temp, temp2;
    always_comb begin
        temp = {4'h00, A} + {4'h00, B};
        temp2 = (temp > 9) ? (temp + 8'h06) : temp;
        D = temp2[7:4];  
        U = temp2[3:0];  
    end
endmodule
File: design/flow/run.sh
#!/bin/bash
# OpenROAD 26Q1-2900-gdf79404cd8, Yosys 0.63+post, stock flow scripts
make -C /OpenROAD-flow-scripts/flow DESIGN_CONFIG=/design/flow/config.mk WORK_HOME=/design/flow/orfs finish
==> impl_metrics.csv <==
group,metric,value,unit
status,status,"complete, but fails checks",
status,violations,"negative setup slack",
routing,diodes,0,
worst_hold_path,whs_path_depth,7,
synth,yosys_cells,40,
pwr,clockPowerShare,0,%
global_route,grt_busiest_layer,"met2",
place,dp_cells,115,
global_route,grt_pass1_wl,1800,µm
worst_setup_path,path_max_fanout,2,
routing,wl_per_cell,9.43,µm
routing,num_vias,415,
pwr,intPower,0.131,mW
synth,seq_area_frac_synth,0,%
global_route,grt_pass1_vias,384,
worst_setup_path,cp-end-kind,"output port",
synth,synth_area_leader_cell,"ha_1",
layout,final_cells,119,
global_route,grt.met1_usage,4.30,%
synth,synth-simple-area-share,25.2,%
synth,ys_warn_count,1,
synth,top_cells_by_count,"ha_1 (5), inv_1 (5)",
floorplan,dieArea,6400,µm²
floorplan,rows,21,
final_timing,max_freq,327,MHz
layout,finalInstanceArea,756,µm²
global_route,grt_max_degree,6,
final_timing,post-route-worst-setup-slack,-362,ps
place,dpl_cell_area,644,µm²
pwr,pwr-share-comb,100.0,%
final_timing,report.final.hold_viol_count,0,
synth,ys_sh_mux,3.20,%
final_timing,fin_crit_sh,113,%
pwr,ir_worst_vdd,56.6,µV
place,port_buffers,14,
synth,synth.top_cell.area_share,20.0,%
synth,ys_chip_area,313,µm²
final_timing,finalSetupViolCount,4,
pwr,p_leak,0.313,nW
synth,area_leaders,"ha_1 (20%), fa_1 (6.4%), inv_1 (6.0%)",
global_route,grt.total_usage,3.26,%
synth,fa_ha_area_share,26.4,%
routing,drtIter0Drc,5,
synth,aoi_share,30.4,%
synth,ys_sh_xor,2.80,%
synth,topCombFamilyByArea,"AND-OR/OR-AND gates",
final_timing,layout_min_cycle_time,3060,ps
worst_setup_path,start_kind,"input port",
pwr,seqPwrFrac,0,%
pwr,power_density,291,nW/µm²
run,timing.max_cap.violations,0,
routing,drc,0,
floorplan,core_area,3420,µm²
global_route,grt_antenna_before_repair,0,
layout,area_growth,142,%
floorplan,io_pins,16,
global_route,grt_use_met3,0.341,%
synth,netlist_area,313,µm²
pwr,total_power,0.220,mW
floorplan,die_w,80,µm
pwr,swShare,40.7,%
layout,ff_count,0,
final_timing,finalMaxSlewViolations,0,
synth,synthCells,40,
worst_hold_path,min-delay-path-class,"in -> out",
routing,ant_nets,0,
routing,wirelength,1120,µm
routing,via_per_inst,3.49,
global_route,grt_overflow,0,
layout,ff_latch_area,0,µm²
worst_hold_path,hp-start,"A[0]",
run,tool_warnings,35,
layout,layout-drive-gt1-share,71.2,%
worst_setup_path,critPathArrivalTime,2520,ps
synth,avgSynthCellArea,7.82,µm²
routing,dr.pass1.iters,3,
layout,nClkBuffers,0,
worst_hold_path,min_delay_worst_endpoint,"U[1]",
cts,holdBufCountCts,0,
floorplan,fp.dieH,80,µm
worst_setup_path,required,2160,ps
place,dp.final_hpwl,916,µm
synth,ys_types,27,
final_timing,rsz0062_at_grt,"yes",
place,place.gp.congestion,0.744,
global_route,use_met2,5.86,%
pwr,net-switching-power,0.0895,mW
floorplan,floorplan.core_util,9.16,%
worst_setup_path,critical_path_class,"in -> out",
## worst max-delay path: stages
cell,delay [ps]
buf_6,70
ha_4,130
inv_2,30
fa_2,360
xor2_2,200
ha_2,220
buf_4,120
a211oi_2,40
or4_4,500
a22oi_2,190
buf_2,120
## power groups by stage
stage,Clock (mW),Combinational (mW),Sequential (mW)
after global routing,0,0.243,0
final,0,0.220,0
after CTS,0,0.193,0
## timing repair
action	in CTS	in global routing
buffers inserted	3	1
setup endpoints to repair	5	5
pin swaps	7	8
gates resized	44	14
## how the worst max path moves through the flow
stage,start,endpoint,slack [ps],cells after the start
4_1_cts,B[0],U[2],-400,11
5_1_grt,B[0],U[1],-460,11
6_report,B[0],U[1],-360,11
## per-stage QoR
stage | TNS [ps] | utilization [%] | hold slack, ps | setup WS (ps)
after global routing | -1560 | 22.1 | 1720 | -455
after global placement | -5090 | 18.9 | 2270 | -1180
final | -1110 | 22.1 | 1670 | -362
after floorplan | -264 | - | 1190 | -144
after CTS | -1190 | 20.1 | 1670 | -398
after detailed placement | -5080 | 18.9 | 2270 | -1190
## per-layer routing
metal / vias up / wire [µm]
li1: 214 / -
met1: 195 / 509
met5: - / 0
met2: 6 / 563
met3: 0 / 49
met4: 0 / 0
## cells in the final DEF (no fill, tap or decap), drive strengths merged, types with 2 or more instances in the layout
master and instances:
nand3 2, nand2 2, buf 28, a211oi 2, inv 5, clkdlybuf4s15 2
ha 5, o21ai 2, conb 2, clkdlybuf4s50 3
## cells by family after synthesis
group	count (synthesis)
compound gates	12
simple gates	12
buf+inv	7
fa+ha+maj	6
xor+xnor	1
mux	1
other cells	1
## layout make-up
type	instances	area (µm²)
fill	364	2660
multi-input combinational	34	407
timing repair buffer	34	273
tap	46	57.6
inverter	5	18.8
Power figures rest on the tool's default switching activity, not on a simulated workload.
