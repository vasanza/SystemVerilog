`flow/config.mk`:
```
export PLATFORM = sky130hd
export DESIGN_NAME = ALU
export DESIGN_NICKNAME = ALU
export VERILOG_FILES = /design/flow/design.v
export SDC_FILE = /design/flow/constraint.sdc
export NUM_CORES = 4
export LEC_CHECK = 1
export CORE_UTILIZATION = 50
```
`flow/constraint.sdc`:
```
current_design ALU

set clk_period 17.0
set clk_io_pct 0.2

create_clock -name clk0 -period $clk_period

set non_clock_inputs [all_inputs -no_clocks]
set_input_delay [expr $clk_period * $clk_io_pct] -clock clk0 $non_clock_inputs
set_output_delay [expr $clk_period * $clk_io_pct] -clock clk0 [all_outputs]
```
`flow/design.v`:
```
module ALU #(parameter int n = 8) (
    input logic [n-1:0] A,
    input logic [n-1:0] B,
    input logic [2:0] sel,
    input logic en,
    output logic [n:0] Q
);
    logic [n-1:0] X;
    always_comb begin
        if (en) begin
            case (sel)
                3'b000: X = A + B;
                3'b001: X = A - B;
                3'b010: X = A * B;
                3'b011: X = A / B;
                3'b100: X = A & B;
                3'b101: X = A | B;
                3'b110: X = A ^ B;
                3'b111: X = A ~| B;
                default: X = 0;
            endcase
        end else begin
            X = 0;
        end
    end
    assign Q = en ? X : 0;
endmodule
```
`flow/run.sh`:
```
#!/bin/bash
# OpenROAD 26Q1-2900-gdf79404cd8, Yosys 0.63+post, stock flow scripts
make -C /OpenROAD-flow-scripts/flow DESIGN_CONFIG=/design/flow/config.mk WORK_HOME=/design/flow/orfs finish
```
==> reports/qor.csv <==
metric,value,unit
"Data required, critical path",13.60,ns
total core area,6760,µm²
Detailed Route WL,11200,µm
final core occ,71.5,%
layout cells sized above 1,27.4,%
# clk buffers,0,
top logic cells by instance count in the layout,"buf_4, ha_1, inv_1",
DR pass1 iterations,4,
placed cell area,4310,µm²
CP most frequent cell,buf_4,
tool warning count,45,
Fin Hold WS,7.65,ns
Congestion Overflow GR,0,
Vias/cell,5.67,
WHS Endpoint,Q[0],
cell type with the largest total area,ha_1,
worst setup path start,B[1],
Rows,30,
flop count,0,
io pins,29,
Finished Cell Area,4830,µm²
Unique cell types,57,
ys cells,471,
Synthesis Warnings,1,
die height,85.6,µm
full die area,7320,µm²
DP Wirelength,8270,µm
first-pass GRT wire length,17200,µm
WP data arrival,12.84,ns
Critical Path Fanout Max,8,
post-placement setup slack,-0.264,ns
YS chip area,3490,µm²
Fin. Hold Viols,0,
largest net degree at the start of global routing,37,
slowest CP cell,a2111oi_4,
post-synthesis cell count,471,
Avg Inst Size Synth,7.41,µm²
hold path cells,4,
Worst setup SP type,input port,
Synth Seq Share,0,%
Vias,3760,
cycle use final,95.5,%
Hold Startpoint,en,
most instantiated logic cell after routing,buf_4,
Die Width,85.6,µm
remaining routing DRC violations,0,
First DRT Iteration DRCs,157,
PortBufs,28,
Crit. End Element,output pin,
Hold Path Class,in2out,
setup violators final,0,
GP Congestion,0.896,
Slew @ Worst Pin,0.778,ns
Top cells by area,"ha_1, fa_1, xnor2_1, inv_1, nor2_1",
vias in the first global route,3389,
Post-Syn Area,3490,µm²
VDD IR-drop max,30.9,µV
Pwr Total,0.208,mW
drt wl/cell,17.0,µm
fmax,61.6,MHz
Crit path largest cell delay,0.49,ns
power per cell area,43.1,nW/µm²
crit path kind,in2out,
outcome,"complete, no violations",
Final WS setup,0.764,ns
fp util,51.7,%
Routed Antenna Nets,0,
Final Critical Period,16.24,ns
RSZ-0062 raised after global routing,false,
slew margin rel.,47.6,%
number of antenna violations at the first check in global routing,0,
LEAKAGE,2.41,nW
Register Area,0,µm²
Total GRT Usage,30.8,%
ant diodes,0,
maxcap violations,0,
Top-area cell share,28.3,%
Layout area overhead,38.3,%
final slew viol count,0,
repair_timing:
action                                  CTS  global route
endpoints found under the setup margin    1             1
hold buffers                              0             0
gates cloned                              0             0
pin swaps                                11            26
setup buffers                            23            10
gates resized                            10            54
Yosys cell counts, types with 4 or more instances:
| library cell | n |
|---|---|
| a21o_1 | 8 |
| a21oi_1 | 29 |
| a31oi_1 | 4 |
| clkbuf_1 | 14 |
| fa_1 | 13 |
| ha_1 | 79 |
| inv_1 | 51 |
| mux2_2 | 12 |
| nand2_1 | 32 |
| nand2b_1 | 8 |
| nor2_1 | 51 |
| nor2b_1 | 14 |
| nor3_1 | 11 |
| o211ai_1 | 9 |
| o21a_1 | 9 |
| o21ai_0 | 25 |
| o31ai_1 | 6 |
| xnor2_1 | 26 |
| xor2_1 | 14 |
worst max-delay path, delay by kind of cell:
family          cells  cell delay [ns]
compound gates     24             4.23
fa+ha+maj           7             1.91
mux                 5             1.55
buf+inv             9             1.53
simple gates        2             0.20
cell families (layout without fill, tap and decap cells):
family,Yosys count,in the layout,synth area share (%)
AND/OR/NAND/NOR,135,135,18.2
other,1,1,0.107
XOR/XNOR,40,40,10.0
multiplexers,18,18,5.99
adder cells (fa/ha/maj),92,92,35.8
AND-OR/OR-AND,115,115,22.0
buffers and inverters,70,182,7.92
metal layers:
layer,up-vias,global-route usage [%],share of wire (%)
met4,0,2.73,1.4
met2,96,52.5,46
met5,-,0,0
li1,1875,-,-
met1,1773,45.1,47
met3,16,2.25,4.8
worst max-delay path by stage:
stage / cells past startpoint / endpoint
final: 47 / Q[0]
after CTS: 49 / Q[0]
after global routing: 50 / Q[0]
cell type report:
type | count | area [µm²]
multi-input combinational | 401 | 3470
fill | 532 | 1930
timing repair buffer | 131 | 1060
inverter | 51 | 191
tap | 80 | 100
power breakdown:
part	total, mW	switching (mW)	internal, mW
Sequential	0	0	0
Combinational	0.208	0.103	0.105
Clock	0	0	0
Total	0.208	0.103	0.105
stage by stage:
stage,setup TNS (ns),cells
after floorplan,0,471
after global placement,-0.117,630
after detailed placement,-0.264,630
after CTS,0,653
after global routing,0,663
final,0,663
Power and IR drop assume default switching activity.
